==> ./design.v <==
`timescale 1 ps / 100 fs
module adder(sum,cout,a,b,cin);
input   a,b,cin;
output  cout,sum;
xor #(50) (sum,a,b,cin);
and #(50) and1(c1,a,b);
or #(50) or1(c2,a,b);
and #(50) and2(c3,c2,cin);
or #(50) or2(cout,c1,c3);
endmodule 
`timescale 1 ps / 100 fs
module addsub(Out,cout,a,b,cin,select);
input a,b,cin,select;
output Out,cout;  
not #(50) not1(notb,b);
mux21 mux1(b1,b,notb,select);
adder adder1(Out,cout,a,b1,cin);
endmodule
`timescale 1 ps / 100 fs
module alu(Output, CarryOut, zero, overflow, negative, BussA, BussB, ALUControl);
output CarryOut,overflow,negative,zero;
output reg [31:0] Output;
input [31:0] BussA,BussB;
input [2:0] ALUControl;
wire lessthan;
wire [31:0] crrout;
wire [31:0] out_old;
alu1bit alu0(out_old[0],crrout[0],BussA[0],BussB[0],ALUControl[1],lessthan,ALUControl);
alu1bit alu1(out_old[1],crrout[1],BussA[1],BussB[1],crrout[0],1'b0,ALUControl);
alu1bit alu2(out_old[2],crrout[2],BussA[2],BussB[2],crrout[1],1'b0,ALUControl);
alu1bit alu3(out_old[3],crrout[3],BussA[3],BussB[3],crrout[2],1'b0,ALUControl);
alu1bit alu4(out_old[4],crrout[4],BussA[4],BussB[4],crrout[3],1'b0,ALUControl);
alu1bit alu5(out_old[5],crrout[5],BussA[5],BussB[5],crrout[4],1'b0,ALUControl);
alu1bit alu6(out_old[6],crrout[6],BussA[6],BussB[6],crrout[5],1'b0,ALUControl);
alu1bit alu7(out_old[7],crrout[7],BussA[7],BussB[7],crrout[6],1'b0,ALUControl);
alu1bit alu8(out_old[8],crrout[8],BussA[8],BussB[8],crrout[7],1'b0,ALUControl);
alu1bit alu9(out_old[9],crrout[9],BussA[9],BussB[9],crrout[8],1'b0,ALUControl);
alu1bit alu10(out_old[10],crrout[10],BussA[10],BussB[10],crrout[9],1'b0,ALUControl);
alu1bit alu11(out_old[11],crrout[11],BussA[11],BussB[11],crrout[10],1'b0,ALUControl);
alu1bit alu12(out_old[12],crrout[12],BussA[12],BussB[12],crrout[11],1'b0,ALUControl);
alu1bit alu13(out_old[13],crrout[13],BussA[13],BussB[13],crrout[12],1'b0,ALUControl);
alu1bit alu14(out_old[14],crrout[14],BussA[14],BussB[14],crrout[13],1'b0,ALUControl);
alu1bit alu15(out_old[15],crrout[15],BussA[15],BussB[15],crrout[14],1'b0,ALUControl);
alu1bit alu16(out_old[16],crrout[16],BussA[16],BussB[16],crrout[15],1'b0,ALUControl);
alu1bit alu17(out_old[17],crrout[17],BussA[17],BussB[17],crrout[16],1'b0,ALUControl);
alu1bit alu18(out_old[18],crrout[18],BussA[18],BussB[18],crrout[17],1'b0,ALUControl);
alu1bit alu19(out_old[19],crrout[19],BussA[19],BussB[19],crrout[18],1'b0,ALUControl);
alu1bit alu20(out_old[20],crrout[20],BussA[20],BussB[20],crrout[19],1'b0,ALUControl);
alu1bit alu21(out_old[21],crrout[21],BussA[21],BussB[21],crrout[20],1'b0,ALUControl);
alu1bit alu22(out_old[22],crrout[22],BussA[22],BussB[22],crrout[21],1'b0,ALUControl);
alu1bit alu23(out_old[23],crrout[23],BussA[23],BussB[23],crrout[22],1'b0,ALUControl);
alu1bit alu24(out_old[24],crrout[24],BussA[24],BussB[24],crrout[23],1'b0,ALUControl);
alu1bit alu25(out_old[25],crrout[25],BussA[25],BussB[25],crrout[24],1'b0,ALUControl);
alu1bit alu26(out_old[26],crrout[26],BussA[26],BussB[26],crrout[25],1'b0,ALUControl);
alu1bit alu27(out_old[27],crrout[27],BussA[27],BussB[26],crrout[26],1'b0,ALUControl);
alu1bit alu28(out_old[28],crrout[28],BussA[28],BussB[28],crrout[27],1'b0,ALUControl);
alu1bit alu29(out_old[29],crrout[29],BussA[29],BussB[29],crrout[28],1'b0,ALUControl);
alu1bit alu30(out_old[30],crrout[30],BussA[30],BussB[30],crrout[29],1'b0,ALUControl);
alu1bit alu31(out_old[31],crrout[31],BussA[31],BussB[31],crrout[30],1'b0,ALUControl);
not #(50) notcarry(notcr31,crrout[31]);
mux21 muxcarry31(CarryOut,crrout[31],notcr31,ALUControl[1]);
xor #(50) xor5(overflow,crrout[30],crrout[31]);
addsub add2(addsub31Out,crrout31,BussA[31],BussB[31],crrout[30],ALUControl[1]);
xor #(50) xor6(lessthan,overflow,addsub31Out);
assign negative =out_old[31];
or #(50) or1(o1,out_old[0],out_old[1],out_old[2],out_old[3]);
or #(50) or2(o2,out_old[4],out_old[5],out_old[6],out_old[7]);
or #(50) or3(o3,out_old[8],out_old[9],out_old[10],out_old[11]);
or #(50) or4(o4,out_old[12],out_old[13],out_old[14],out_old[15]);
or #(50) or5(o5,out_old[16],out_old[17],out_old[18],out_old[19]);
or #(50) or6(o6,out_old[20],out_old[21],out_old[22],out_old[23]);
or #(50) or7(o7,out_old[24],out_old[25],out_old[26],out_old[27]);
or #(50) or8(o8,out_old[28],out_old[29],out_old[30],out_old[31]);
or #(50) or9(o9,o1,o2,o3,o4);
or #(50) or10(o10,o5,o6,o7,o8);
nor #(50) nor1(zero,o9,o10);
always @(*) begin 
casex(ALUControl)
3'b100: Output=  BussB << BussA[4:0];
3'b101: Output= BussB >> BussA[4:0];
default:Output=out_old;
endcase
end
endmodule
`timescale 1 ps / 100 fs
module alu1bit(result,crrout,a,b,carryin,less,ALUControl);
output result,crrout;
input a,b,carryin,less;
input [2:0] ALUControl;
addsub add1(addsubOut,crrout,a,b,carryin,ALUControl[1]);
xor #(50) xor1(xorOut,a,b);
mux21 mux2(xorlessOut,xorOut,less,ALUControl[1]);
mux21 mux3(result,addsubOut,xorlessOut,ALUControl[0]);
endmodule
`timescale 1 ps / 100 fs
module mux21(O,A,B,sel);
output O;
input A,B,sel;
not #(50) not1(nsel,sel);
and #(50) and1(O1,A,nsel); 
and #(50) and2(O2,B,sel);
or #(50) or2(O,O1,O2);
endmodule
==> ./run.sh <==
#!/bin/bash
# OpenROAD 26Q1-2900-gdf79404cd8, Yosys 0.63+post, stock flow scripts
make -C /OpenROAD-flow-scripts/flow DESIGN_CONFIG=/design/flow/config.mk WORK_HOME=/design/flow/orfs finish
==> ./config.mk <==
export PLATFORM = sky130hd
export DESIGN_NAME = alu
export DESIGN_NICKNAME = alu
export VERILOG_FILES = /design/flow/design.v
export SDC_FILE = /design/flow/constraint.sdc
export NUM_CORES = 4
export LEC_CHECK = 1
export CORE_UTILIZATION = 40
==> ./constraint.sdc <==
current_design alu

set clk_period 19.3
set clk_io_pct 0.2

create_clock -name clk0 -period $clk_period

set non_clock_inputs [all_inputs -no_clocks]
set_input_delay [expr $clk_period * $clk_io_pct] -clock clk0 $non_clock_inputs
set_output_delay [expr $clk_period * $clk_io_pct] -clock clk0 [all_outputs]
==> results.tsv <==
metric	value	unit
crit path DRT	15.44	ns
Vias	5995	
final hold violations	0	
nature of the critical path endpoint	output pin	
final worst path period need	20.10	ns
initial antenna violation count	0	
via/cell ratio	6.595	
IO Count	103	
Setup Viol. Count Final	8	
number of core rows	43	
first-pass GRT wire length	39210	microns
die area	14610	sq um
Mapped Area	5652	sq um
cts hold-fix bufs	0	
Overflow after GRT	0	
GR Util All Layers	0.3885	
Post-synth seq share	0	
max capacitance violation total	0	
final cell utilization of the core	0.5005	
WL per Instance	28.91	microns
FILL cells	1288	
f_max	49.76	MHz
Core ar.	13830	sq um
Warnings, synthesis	25	
OpenROAD warnings	36	
worst setup margin	-0.7976	ns
Post-Route WL	26280	microns
Final ANT Viol Nets	0	
initial core utilization	0.4087	
Max-slew headroom	0.3249	
Tightest Hold Check Type	primary input to output pin	
critical path arrival	16.24	ns
routability cong.	1.043	
Critical Setup Path Class	primary input to output pin	
Top Layout Cells	92 x clkdlybuf4s50_1, 80 x nor2_1, 69 x mux4_2, 43 x a21oi_1, 41 x buf_4	
distinct lib cells	68	
unrepaired setup endpoints after global routing	yes	
Least-Margin Pin Slew	1.005	ns
# diodes	0	
synthesis-to-finish area growth	22.45	%
Most Frequent Cell on Critical Path	fa_2	
Reg area	0	sq um
failing checks	setup timing	
largest net degree at the start of global routing	57	
critical path peak fanout	2	
crit start category	primary input	
Flops	0	
share of layout cells above drive strength 1	0.2483	
Pre-Repair DR Iteration Count	5	
Final Power	264.5	uW
placed instance count	901	
final period utilization	1.041	
mean post-synth cell area	8.398	sq um
clk_buf instances	0	
Die Ht	120.9	microns
cells in synth_stat.txt	673	
Top cell excl fill/tap	clkdlybuf4s50_1	
status	complete, but fails checks	
number of global-route vias before repair	5935	
Pleak	0.002478	uW
total negative slack	-4.424	ns
DRC Markers	0	
DIE WIDTH	120.9	microns
Layout Cells excl Fill	909	
power per cell area	38.22	nW/um^2
Post-DP HPWL	20730	microns
YS chip area	5652	sq um
initial DRC count	581	
logic area	5236	sq um
port buffer count	103	
Peak VDD IR	0.02158	mV
CP peak stage delay	0.38	ns
synthesized instance count	673	
Worst path slowest cell	fa_2	
Slew Viols, Final	0	
[cells by family (layout without fill, tap and decap cells)]
| logic type | Yosys count | after routing | synth area share |
|---|---|---|---|
| xor gates and xnor gates | 64 | 64 | 0.09918 |
| buffers and inverters | 125 | 181 | 0.1010 |
| and+or+nand+nor | 186 | 186 | 0.1514 |
| adders and majority gates | 33 | 33 | 0.1156 |
| AOI/OAI and AO/OA | 156 | 156 | 0.1811 |
| muxes | 109 | 109 | 0.3518 |
[synthesized netlist by cell type, types with 6 or more instances]
library cell | count | area [sq um]
o22ai_1 | 11 | 68.82
a21oi_1 | 44 | 220.2
o21ai_1 | 13 | 65.06
buf_1 | 24 | 90.09
xnor2_1 | 37 | 324.1
mux4_2 | 69 | 1554
a31oi_1 | 17 | 106.4
clkbuf_1 | 42 | 157.7
a22oi_1 | 8 | 60.06
inv_1 | 35 | 131.4
a32oi_1 | 6 | 52.55
nand3_1 | 10 | 50.05
xor2_1 | 27 | 236.5
nor3_1 | 18 | 90.09
o211ai_1 | 6 | 45.04
nor2_1 | 81 | 304.0
mux2_2 | 7 | 78.83
nand2b_1 | 8 | 50.05
fa_1 | 32 | 640.6
buf_2 | 12 | 60.06
nand2_1 | 36 | 135.1
nor2b_1 | 7 | 43.79
mux2i_1 | 28 | 280.3
o21ai_0 | 11 | 55.05
[critical path, delay by kind of cell]
kind            cells  cell delay (ns)
simple gates        3             0.51
mux                 2             0.37
compound gates      1             0.07
buf+inv             7             0.55
fa+ha+maj          31            10.85
[power breakdown]
part / internal, uW / total, uW / switching [uW]
logic: 123 / 264 / 141
registers: 0 / 0 / 0
clock network: 0 / 0 / 0
[layout make-up]
cell class         count  share of cell area
multi-input cells    548              0.7566
repair buffers       145              0.1913
inverters             36             0.01953
well taps            180             0.03254
[repair_timing]
| action | 4_1_cts | 5_1_grt |
|---|---|---|
| resized | 47 | 5 |
| buffers inserted | 8 | 5 |
| pin swaps | 1 | 0 |
| endpoints found under the setup margin | 9 | 9 |
[through the flow]
stage | instance area [sq um] | setup WS (ns) | hold WS, ns
after floorplan | 5779 | -0.6091 | 7.869
after global placement | 6807 | -1.519 | 8.859
after CTS | 6914 | -0.8148 | 8.615
after detailed placement | 6807 | -1.559 | 8.863
final | 6920 | -0.7976 | 8.548
after global routing | 6920 | -1.153 | 8.589
[layer usage]
layer | vias to the layer above | global-route usage | part of all wire
li1 | 2592 | - | -
met1 | 2996 | 0.5304 | 0.39
met2 | 358 | 0.5711 | 0.44
met3 | 49 | 0.1775 | 0.13
met4 | 0 | 0.1049 | 0.036
met5 | - | 0 | 0
[path summary, 6_finish.rpt]
kind	start	endpoint	cells past startpoint
setup / recovery	BussB[0]	zero	44
hold / removal	BussB[0]	Output[0]	7
Power figures rest on the tool's default switching activity, not on a simulated workload.
